==> ./design.v <==
`timescale 1ns / 1ps
module SevSegDriver(
        input clk, rst,
        input [3:0] disp3, disp2, disp1, disp0,
        output reg [3:0] segEn,
        output reg [6:0] seg
    );
    parameter n = 20;
    reg [n - 1:0] qReg, qNext; 
    reg [1:0] sel; 
    reg [3:0] disp; 
    always @ ( posedge clk, posedge rst ) begin
        if (rst) qReg <= 0;
        else qReg <= qNext;
    end
    always @ ( qReg ) begin
        qNext = qReg + 1;        
        sel = qReg[n-1:n-2];     
    end
    always @ ( sel, disp0, disp1, disp2, disp3) begin
        case (sel)
            2'b00: begin
                segEn <= 4'b1110;
                disp <= disp0;
            end
            2'b01: begin
                segEn <= 4'b1101;
                disp <= disp1;
            end
            2'b10: begin
                segEn <= 4'b1011;
                disp <= disp2;
            end
            2'b11: begin
                segEn <= 4'b0111;
                disp <= disp3;
            end
            default: begin
                segEn <= 4'b1111;
                disp <= 4'b0000;
            end
        endcase
    end
    always @ ( disp ) begin
        case (disp)
            4'h0: seg <= 7'b1000000;
            4'h1: seg <= 7'b1111001;
            4'h2: seg <= 7'b0100100;
            4'h3: seg <= 7'b0110000;
            4'h4: seg <= 7'b0011001;
            4'h5: seg <= 7'b0010010;
            4'h6: seg <= 7'b0000010;
            4'h7: seg <= 7'b1111000;
            4'h8: seg <= 7'b0000000;
            4'h9: seg <= 7'b0010000;
            4'hA: seg <= 7'b0001000;
            4'hB: seg <= 7'b0000011;
            4'hC: seg <= 7'b1000110;
            4'hD: seg <= 7'b0100001;
            4'hE: seg <= 7'b0000110;
            4'hF: seg <= 7'b0001110;
            default: seg <= 7'b1111111; 
        endcase
    end
endmodule
`timescale 1ns / 1ps
module bcdTo1Hot (
        input [3:0] bcdNum,
        output [14:0] led
    );
    assign led = (bcdNum == 4'd1) ? 15'b000000000000001 :
                 (bcdNum == 4'd2) ? 15'b000000000000010 :
                 (bcdNum == 4'd3) ? 15'b000000000000100 :
                 (bcdNum == 4'd4) ? 15'b000000000001000 :
                 (bcdNum == 4'd5) ? 15'b000000000010000 :
                 (bcdNum == 4'd6) ? 15'b000000000100000 :
                 (bcdNum == 4'd7) ? 15'b000000001000000 :
                 (bcdNum == 4'd8) ? 15'b000000010000000 :
                 (bcdNum == 4'd9) ? 15'b000000100000000 :
                 (bcdNum == 4'd10)? 15'b000001000000000 :
                 (bcdNum == 4'd11)? 15'b000010000000000 :
                 (bcdNum == 4'd12)? 15'b000100000000000 :
                 (bcdNum == 4'd13)? 15'b001000000000000 :
                 (bcdNum == 4'd14)? 15'b010000000000000 :
                 (bcdNum == 4'd15)? 15'b100000000000000 :
                                    15'b000000000000000 ;
endmodule
module debounce ( Clk, PB, pulse);
input   Clk;
input   PB;
output   pulse;
reg     pulse;
reg     [1:0] cnt;
wire    clk_n;
assign clk_n = ~Clk;
always @(clk_n or PB or cnt)
   begin : process_1
   if (cnt == 2'b 01 & PB == 1'b 0)
      begin
      pulse <= 1'b 1;
      end
   else
      begin
      pulse <= 1'b 0;
      end
   end
always @(posedge clk_n or posedge PB)
   begin : process_1_1
   if (PB == 1'b 1)
      begin
      cnt <= 2'b 00;
      end
   else if (cnt != 2'b 11 )
      begin
      cnt <= cnt + 1;
      end
   end
endmodule  
`timescale 1ns / 1ps
module timer (
        input clk,           
        input btnC,          
        output [3:0] segEn,  
        output [6:0] seg,    
        output [14:0] led    
    );
    wire reset;
    debounce resetBtn(.Clk(clk), .PB(btnC), .pulse(reset));
    reg [3:0] dispD3 = 0, dispD2 = 0, dispD1 = 0, dispD0 = 0;
    SevSegDriver display(
            .clk(clk),
            .rst(reset),
            .disp3(dispD3),
            .disp2(dispD2),
            .disp1(dispD1),
            .disp0(dispD0),
            .segEn(segEn),
            .seg(seg)
        );
        reg [31:0] secCount = 0;
        reg secSig = 0, tenthSig = 0, minuteOneSig = 0, minuteTenthSig = 0;
        always @(posedge clk or posedge reset) begin
            if(reset) begin
                secSig <= 1'b0;
                secCount <= 32'd0;
            end
            else if(secCount == 32'd100000000) begin
                secCount <= 32'd0;
                secSig <= 1'b1;
            end
            else begin
                secSig <= 1'b0;
                secCount <= secCount + 1;
            end
        end
        always @ ( posedge secSig, posedge reset ) begin
            if(reset) begin
                dispD0 <= 4'd0;
                tenthSig <= 1'b0;
            end
            else if(dispD0 == 4'd9) begin
                dispD0 <= 4'd0;
                tenthSig <= 1'b1;
            end
            else begin
                dispD0 <= dispD0 + 1;
                tenthSig <= 1'b0;
            end
        end
        always @ ( posedge tenthSig, posedge reset ) begin
            if(reset) begin
                dispD1 <= 0;
                minuteOneSig <= 0;
            end
            else if((dispD1 == 4'd5) && (dispD0 == 4'd9)) begin
                dispD1 <= 0;
                minuteOneSig <= 1;
            end
            else begin
                dispD1 <= dispD1 + 1;
                minuteOneSig <= 0;
            end
        end
        always @ ( posedge minuteOneSig, posedge reset ) begin
            if(reset) begin
                dispD2 <= 0;
                minuteTenthSig <= 0;
            end
            else if(dispD2 == 4'd9) begin
                dispD2 <= 0;
                minuteTenthSig <= 1;
            end
            else begin
                dispD2 <= dispD2 + 1;
                minuteTenthSig <= 0;
            end
        end
        reg [3:0] hourCount = 0;
        bcdTo1Hot hoursDisplay(hourCount, led);
        always @ ( posedge minuteTenthSig, posedge reset ) begin
            if(reset) begin
                dispD3 <= 0;
                hourCount <= 0;
            end
            else if((dispD3 == 4'd5) && (dispD2 == 4'd9)) begin
                dispD3 <= 0;
                hourCount <= hourCount + 1;
            end
            else begin
                dispD3 <= dispD3 + 1;
                hourCount <= hourCount;
            end
        end
endmodule
==> ./run.sh <==
#!/bin/bash
# OpenROAD 26Q1-2900-gdf79404cd8, Yosys 0.63+post, stock flow scripts
make -C /OpenROAD-flow-scripts/flow DESIGN_CONFIG=/design/flow/config.mk WORK_HOME=/design/flow/orfs finish
==> ./config.mk <==
export PLATFORM = sky130hd
export DESIGN_NAME = timer
export DESIGN_NICKNAME = timer
export VERILOG_FILES = /design/flow/design.v
export SDC_FILE = /design/flow/constraint.sdc
export NUM_CORES = 4
export LEC_CHECK = 1
export CORE_UTILIZATION = 30
==> ./constraint.sdc <==
current_design timer

set clk_period 4.1
set clk_io_pct 0.2

create_clock -name clk0 -period $clk_period [get_ports {clk}]

set non_clock_inputs [all_inputs -no_clocks]
set_input_delay [expr $clk_period * $clk_io_pct] -clock clk0 $non_clock_inputs
set_output_delay [expr $clk_period * $clk_io_pct] -clock clk0 [all_outputs]
==> run summary <==
fresh numbers from the pnr run: result of the run=completed, number of post-CTS setup repair buffers=0, fraction of final layout cells sized beyond drive strength 1=6.604%, Distinct cells, synth=43, deepest level of the CTS H-tree=2, Synth mux share=4.765%, number of max-slew violations in the final report=0, critical path launch point type=flop, area occupied by registers=1952 um^2, estimated wirelength of the detail-placed design=5413 um, register share after synthesis=47.65%, critical path capture point type=output pin, width of the chip=118.9 um, mean instance size in the synthesized netlist=10.32 um^2, aggregate negative setup slack=0 ns, global placer's final weighted congestion=0.8551, post-synthesis share of cell area spent on and, or, nand and nor gates=23.89%, count of pins on the block boundary=28, root cell of the clock tree=sky130_fd_sc_hd__clkbuf_16, total power per unit cell area=204.1 nW/um^2, ys async rst share=100.0%, clock buffer depth=2, total number of warnings across the stage logs=37, combined area of all synthesized cells=4096 um^2, pin slew with the least headroom to its limit=0.8190 ns, dominant register cell=sky130_fd_sc_hd__dfrtp_1, AO/OA Area Share=4.459%, setup repair after global routing missed its margin=no, number of register bits inferred by synthesis=78, critical path start-end classification=flop to output pin, largest family of logic cells by area=simple AND/OR/NAND/NOR gates, routed length per instance=12.15 um, hold buffers post-CTS=0, max cap viols=0, largest area contributor in the synthesized netlist=sky130_fd_sc_hd__dfrtp_1, worst-skew pair later-pin latency=0.31 ns, final worst slack=0.5383 ns, post-synthesis instance total=397, highest net fanout along the worst path=10, Fmax achieved=0.2808 GHz, remaining global-route overflow=0, placed standard-cell area=4578 um^2, filler-free cell count of the finished design=600, first-pass GRT wire length=12,820 um, post-synthesis share of cell area spent on xor and xnor gates=10.48%, worst setup skew after layout=0.02545 ns, highest ir drop seen on vdd=194.9 uV, cell types with the largest area share after synthesis=sky130_fd_sc_hd__dfrtp_1 (46%), sky130_fd_sc_hd__xnor2_1 (8.6%), sky130_fd_sc_hd__ha_1 (5.8%), number of gates resized after cts=0, Total Routing Usage GR=11.11%, leakage power figure=1.917 nW, vertical die dimension=118.9 um, final tally of setup violations=0, class of the tightest hold or removal check=flop to flop, Req. time, crit path=3.28 ns, final antenna diode count=0, register pins left without a clock=23, number of vias after detailed routing=2,883, number of antenna violations at the first check in global routing=0, setup slack at placement=0.8073 ns, remaining design rule violation count=0, area added between synthesis and finish=15.39%, TritonCTS Buffers=5, clock transition at the register clock pins on the worst setup and hold paths after CTS=0.07 ns, synthesized-area fraction occupied by adder cells=5.803%, Top-area cell share=46.43%, number of flops mapped to enable cells by yosys=0, minimum clock period=3.562 ns, detailed-routing iteration count for the pre-antenna-repair pass=4, most instantiated library cell after synthesis=sky130_fd_sc_hd__dfrtp_1, sum of routed wire length over all layers=7292 um, Post-Route Hold Slack=0.4626 ns, TritonCTS clock tree=done, worst endpoint data arrival time=2.74 ns, Max transition margin=44.90%, Power Total=964.8 uW, Via density=4.805, number of input and output port buffers inserted=27, Design Area, Final=4727 um^2, synthesis warning total=3, number of unconstrained endpoints=38, Filler cells=1,309, area of the core=13,300 um^2, final tally of hold violations=0, FP Util=30.81%, maximum number of pins on one net before global-route repair=57, ANT nets after route=0, period utilisation layout=86.87%, cell count after placement=592, yosys cell count=397, top cells by count, synth=sky130_fd_sc_hd__dfrtp_1 (76), sky130_fd_sc_hd__xnor2_1 (40), sky130_fd_sc_hd__nand3_1 (33), sky130_fd_sc_hd__nor2_1 (32), sky130_fd_sc_hd__nand2_1 (26), post-layout util=35.55%, total area of multi-input combinational cells=2031 um^2, chip footprint=14,130 um^2, YS chip area=4096 um^2, via count of the first global-routing pass=2,725, Iteration-0 DRC Markers=116, Placement Rows=42
-- layer usage --
layer,vias up,wire (um),global-route usage (%)
met4,0,35,0.7911
met5,-,0,0
met1,1374,3775,18.08
li1,1458,-,-
met2,49,3242,17.00
met3,2,238,1.419
-- path summary, 6_finish.rpt --
path,cells after the start,slack (ns),to,startpoint
max in group asynchronous,3,0.84,secCount[28]$_DFF_PP0_,resetBtn.cnt[1]$_DFFE_NP0P_
setup reg to reg,3,0.84,secCount[28]$_DFF_PP0_,resetBtn.cnt[1]$_DFFE_NP0P_
hold / removal,1,0.46,resetBtn.cnt[0]$_DFFE_NP0P_,resetBtn.cnt[0]$_DFFE_NP0P_
min in group asynchronous,3,1.10,secCount[12]$_DFF_PP0_,btnC
hold reg to reg,1,0.46,resetBtn.cnt[0]$_DFFE_NP0P_,resetBtn.cnt[0]$_DFFE_NP0P_
setup / recovery,5,0.54,seg[3],display.qReg[18]$_DFF_PP0_
-- flip-flops by register name, summed over array words and instances (netlist names), 2 cells and up --
name,flops
dispD3,4
dispD0,4
resetBtn.cnt,2
hourCount,4
secCount,32
dispD2,4
dispD1,4
display.qReg,20
-- critical path: stages (launching register included) --
cell and delay [ns]:
sky130_fd_sc_hd__dfrtp_1 0.55, sky130_fd_sc_hd__mux4_2 0.63, sky130_fd_sc_hd__inv_1 0.15, sky130_fd_sc_hd__ha_1 0.26
sky130_fd_sc_hd__mux4_2 0.45, sky130_fd_sc_hd__clkdlybuf4s50_1 0.41
-- cell type report --
class	count	area share, %
Tap cell	176	4.659
Clock inverter	3	0.5029
Multi-Input combinational cell	288	42.96
Sequential cell	78	41.29
Inverter	18	1.429
Clock buffer	5	2.647
Timing Repair Buffer	32	6.511
-- kinds of logic (layout without fill, tap and decap cells) --
logic type               Yosys count  in the layout
adder cells (fa/ha/maj)           19             19
buffers and inverters             31             58
AND-OR/OR-AND                     30             30
XOR/XNOR                          49             49
AND/OR/NAND/NOR                  177            177
multiplexers                      13             13
flip-flops                        78             78
-- where the power goes --
group | internal (mW) | leakage (nW) | switching (mW)
clock network | 0.229 | 0.0664 | 0.192
registers | 0.543 | 1.05 | 0
logic | 0.000888 | 0.801 | 0.000836
total | 0.772 | 1.92 | 0.193
-- cell usage in the layout, fill, tap and decap left out, types with 3 or more instances in the layout --
cell and instances:
sky130_fd_sc_hd__nand3_1 33, sky130_fd_sc_hd__nand4_1 19, sky130_fd_sc_hd__o21ai_0 11, sky130_fd_sc_hd__clkdlybuf4s50_1 27
sky130_fd_sc_hd__o31ai_1 3, sky130_fd_sc_hd__nand2b_1 9, sky130_fd_sc_hd__mux4_2 5, sky130_fd_sc_hd__buf_4 5
sky130_fd_sc_hd__dfrtp_1 76, sky130_fd_sc_hd__clkbuf_16 5, sky130_fd_sc_hd__nor4b_1 3, sky130_fd_sc_hd__or3_1 3
sky130_fd_sc_hd__xnor2_1 40, sky130_fd_sc_hd__nor3b_1 3, sky130_fd_sc_hd__and3_1 8, sky130_fd_sc_hd__nand2_1 25
sky130_fd_sc_hd__and4_1 5, sky130_fd_sc_hd__nor3_1 9, sky130_fd_sc_hd__or4_1 3, sky130_fd_sc_hd__mux2i_1 6
sky130_fd_sc_hd__inv_1 18, sky130_fd_sc_hd__nor4_1 9, sky130_fd_sc_hd__o22ai_1 4, sky130_fd_sc_hd__nor2_1 32
sky130_fd_sc_hd__xor2_1 9, sky130_fd_sc_hd__a21oi_1 7, sky130_fd_sc_hd__ha_1 19
Power is estimated from default activity; no workload was simulated.
