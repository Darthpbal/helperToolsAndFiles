`/design/flow/run.sh`:
```
#!/bin/bash
# OpenROAD 26Q1-2900-gdf79404cd8, Yosys 0.63+post, stock flow scripts
make -C /OpenROAD-flow-scripts/flow DESIGN_CONFIG=/design/flow/config.mk WORK_HOME=/design/flow/orfs finish
```
`/design/flow/config.mk`:
```
export PLATFORM = sky130hd
export DESIGN_NAME = slowclock
export DESIGN_NICKNAME = slowclock
export VERILOG_FILES = /design/flow/design.v
export SDC_FILE = /design/flow/constraint.sdc
export NUM_CORES = 4
export LEC_CHECK = 1
export CORE_AREA = 10 10 104 104
export DIE_AREA = 0 0 114 114
```
`/design/flow/constraint.sdc`:
```
current_design slowclock

set clk_period 4.5
set clk_io_pct 0.2

create_clock -name clk0 -period $clk_period [get_ports {clk}]

set non_clock_inputs [all_inputs -no_clocks]
set_input_delay [expr $clk_period * $clk_io_pct] -clock clk0 $non_clock_inputs
set_output_delay [expr $clk_period * $clk_io_pct] -clock clk0 [all_outputs]
```
`/design/flow/design.v`:
```
`timescale 1ns / 1ps
module slowclock(
    input clk,
    input reset,
    output reg slow_clk
    );
    reg [30:0] counter;
    always @(posedge clk or posedge reset)
     begin
         if (reset)
            begin
             counter = 30'd0;   
             slow_clk = 1'b0;
            end
         else begin
             if(counter != 30'd50000000)
                 counter = counter + 1'b1;
             else begin
                 counter = 30'd0;
                 slow_clk = ~ slow_clk;
                  end
              end
     end
endmodule
```
==> results.ini <==
[placed_design]
gp_congestion = 0.814
io_buffers = 2
dp_hpwl_um = 2350

[sta]
finalCriticalPeriod_ns = 2.11
slew_violations = 0
min_period_over_period = 0.469
rsz0062_at_grt = false
worst_pin_slew_ns = 0.823
clock_skew_ns = 0.0103
fmax_ghz = 0.474
finalSetupTns_ns = 0
relSlewSlack = 0.447
setup_viol = 0
hold_viol_final = 0

[grt]
grt_use_met2 = 0.0828
use_met3 = 0.0128
grt_busiest_layer = met2
antenna_found_initial = 0
grt_pass1_wl_um = 5950
grt_pass1_vias = 1197
grt_max_degree = 33
grt_overflow_total = 0
met1_usage = 0.0794
track_usage = 0.0544

[clock_tree]
numCtsBuffers = 5
clock_latency_ns = 0.29
cts_tree = yes
cts.sinks = 32
cts_resized = 0
postCtsSetupBuffers = 0
clk_path_buf_depth = 2
h-tree-depth = 2
clkTransAtPathRegs_ns = 0.07
cts.hold.buffers_added = 0
cts-root-buf = clkbuf_8

[critical_path]
crit_slowest_cell = or4_1
critical_path_class = flip-flop to flip-flop
path_depth = 4
worstPathArrival_ns = 2.33
crit_path_max_incr_delay_ns = 0.72
startpoint_type = flip-flop
worst-path-buf-inv = 0
crit_path_frequent_cell = or4_1
worstRegToRegCells = 4
crit_chain = nand4_2 > or4_1 > or4_1 > a21oi_1
critPathTopFamily = simple AND/OR/NAND/NOR gates
required_ns = 4.71
end_kind = flip-flop
crit_fanout = 10

[synthesis]
syn_inst = 164
yosys_area_sq_mm = 0.00165
yosysSeqAreaShare = 0.484
synth_cell_types = 31
synth_top_cell_by_area = dfrtp_1
syn_area_sq_mm = 0.00165
top_cells_by_area = dfrtp_1 (48%), xor2_1 (6.4%), nand4_1 (4.9%)
synth_flop_count = 32
top_area_frac = 0.484
avgSynthCellArea_sq_um = 10.1
ys_cells = 164
yosys_warnings = 1

[power_and_ir_drop]
leakagePower_nw = 0.806
p_clk_frac = 0.434
switchingPower_mw = 0.110
power.density_mw_per_mm2 = 274
power_frac_seq = 0.553
comb_power_share = 0.013
p_int_mw = 0.411
switching_share = 0.210
peakVddDrop_mv = 0.127

[floorplanning]
die_width_um = 114
die_h_um = 114
ioPinCount = 3
chipArea_sq_mm = 0.0130
num_rows = 34
core_sq_mm = 0.00868
fp-utilization = 0.190

[drt]
drtIter0Drc = 146
drc = 0
wl_per_cell_um = 12.1
viasPerCell = 4.46
firstDrtPassIters = 4
wirelength_um = 3370
num_vias = 1244
ant_nets = 0
antennaDiodeCount = 0

[outcome]
status = completed

[run]
tool_warnings = 27
maxCapViolCount = 0

[worst_hold_path]
hold_depth = 1
hp-class = flip-flop to flip-flop

[cells_and_area]
utilization = 0.219
drive_gt1_frac = 0.0877
areaGrowthSynthToFinish_pct = 14.8

power by group through the flow:
stage	logic, mW	clock network [mW]	registers [mW]
global route	0.00843	0.245	0.287
CTS	0.00757	0.232	0.288
finish	0.00689	0.226	0.288
synth_stat cells:
cell	n
nor3_1	4
or3_1	4
nand2_2	1
inv_1	5
nand2_1	8
and3_2	1
xor2_1	12
nand2b_1	1
ha_1	3
or4b_1	1
nor2b_1	1
o31ai_1	4
buf_2	3
clkbuf_1	2
and4_1	5
or4_1	5
nor4_1	7
dfrtp_1	32
and4_2	1
nand3_1	11
nand4_1	13
nand4_2	1
nor2_1	8
nor4bb_1	1
nor4b_1	3
o21ai_0	4
and2_1	1
a21o_1	1
xnor2_1	9
a21oi_1	9
and3_1	3
state kept, by name, summed over array words and instances (netlist names):
| signal | cells |
|---|---|
| counter | 31 |
| slow_clk | 1 |
routing by layer:
layer | share of wire | vias up
li1 | - | 627
met1 | 0.50 | 596
met2 | 0.46 | 17
met3 | 0.029 | 4
met4 | 0.0089 | 0
met5 | 0 | -
cell usage in the layout (no fill, tap or decap), types with 5 or more instances in the layout:
master	n
nand3_1	11
nand4_1	13
clkbuf_8	6
dfrtp_1	32
nand2_1	8
inv_1	5
a21oi_1	9
nor2_1	8
and4_1	5
xor2_1	12
nor4_1	7
xnor2_1	9
or4_1	5
per-stage QoR:
stage	hold WS (ns)	setup slack, ns	total power, mW	std cells	area, sq um
after floorplan	0.420	2.43	0.297	164	1650
after global placement	0.460	2.41	0.301	271	1810
after detailed placement	0.468	2.41	0.301	271	1810
after CTS	0.478	2.39	0.527	279	1900
after global routing	0.490	2.28	0.540	279	1900
final	0.474	2.39	0.520	279	1900
path summary, 6_finish.rpt:
kind / from / slack [ns] / endpoint
worst max-delay path: counter[2]$_DFF_PP0_ / 2.39 / counter[23]$_DFF_PP0_
worst min-delay path: slow_clk$_DFFE_PP0N_ / 0.47 / slow_clk$_DFFE_PP0N_
worst max register to register: counter[2]$_DFF_PP0_ / 2.39 / counter[23]$_DFF_PP0_
worst min register to register: slow_clk$_DFFE_PP0N_ / 0.47 / slow_clk$_DFFE_PP0N_
max in group asynchronous: reset / 3.20 / counter[4]$_DFF_PP0_
min in group asynchronous: reset / 1.00 / counter[21]$_DFF_PP0_
cell families after synthesis:
logic type	count (synthesis)	share of synthesized area
adders and majority gates	3	0.0227
buffers and inverters	10	0.0250
AOI/OAI and AO/OA	18	0.0621
DFF	32	0.484
xor gates and xnor gates	21	0.111
and+or+nand+nor	80	0.294
area by class of cell:
cell class / instances / area, sq um
inverter: 5 / 18.8
multi-input combinational: 122 / 816
timing repair buffer: 4 / 35.0
sequential: 32 / 801
clock buffer: 6 / 82.6
clock inverter: 2 / 10.0
tap: 108 / 135
fill: 953 / 6780
No activity file was given, so power comes from the tool's default toggle rates.
